==> design/flow/config.mk <==
export PLATFORM = sky130hd
export DESIGN_NAME = Counter
export DESIGN_NICKNAME = Counter
export VERILOG_FILES = /design/flow/design.v
export SDC_FILE = /design/flow/constraint.sdc
export NUM_CORES = 4
export LEC_CHECK = 1
export CORE_AREA = 10 10 70 70
export DIE_AREA = 0 0 80 80
==> design/flow/design.v <==
module Counter (
    input clk,
    input rst,
    output [3:0] count
);
reg [3:0] count_reg = 4'b0000;
assign count = count_reg;
always @(posedge clk or posedge rst) begin
    if (rst) begin
        count_reg <= 4'b0000;
    end else begin
        count_reg <= count_reg + 1;
    end
end
endmodule
==> design/flow/constraint.sdc <==
current_design Counter

set clk_period 1.1
set clk_io_pct 0.2

create_clock -name clk0 -period $clk_period [get_ports {clk}]

set non_clock_inputs [all_inputs -no_clocks]
set_input_delay [expr $clk_period * $clk_io_pct] -clock clk0 $non_clock_inputs
set_output_delay [expr $clk_period * $clk_io_pct] -clock clk0 [all_outputs]
==> design/flow/run.sh <==
#!/bin/bash
# OpenROAD 26Q1-2900-gdf79404cd8, Yosys 0.63+post, stock flow scripts
make -C /OpenROAD-flow-scripts/flow DESIGN_CONFIG=/design/flow/config.mk WORK_HOME=/design/flow/orfs finish
==> run_results.csv <==
group,metric,value,unit
status,status,"finished clean",
placement,postPlaceCellArea,265,um^2
clock_tree,cts_root_buf,"clkbuf_4",
final_timing,min_period,1060,ps
run,warnings,25,
yosys,ff_type,"dfrtp_1",
routing,drtIter0Drc,6,
worst_setup_path,crit_family,"flip-flops",
global_routing,grt_pass1_wl,641,um
global_routing,antenna_found_initial,0,
power,peakVddDrop,149,uV
final_timing,fin_ws,43.4,ps
worst_setup_path,worstPathMaxFanout,2,
cells_and_area,fillers,403,
cells_and_area,area_growth,116,%
global_routing,grt_overflow_total,0,
worst_setup_path,crit_slowest_cell,"dfrtp_1",
placement,numPortBuffers,5,
clock_tree,insertion_delay,230,ps
routing,antenna_cells,0,
yosys,synthArstFlopShare,100,%
worst_setup_path,crit_start,"count_reg[2]$_DFF_PP0_",
yosys,numSynthFlops,4,
final_timing,rsz0062_at_grt,"no",
die,chip_area,6400,um^2
worst_hold_path,hp-class,"primary input to asynchronous set/reset pin",
power,power-per-cell-area,1090,nW/um^2
yosys,top_cells_by_count,"dfrtp_1, inv_1",
yosys,ys_seq_share,70.2,%
yosys,yosysWarnings,1,
routing,drtAntennaViolNets,0,
die,rows,21,
yosys,ys_cells,10,
routing,vias,119,
clock_tree,cts_tree,"built",
worst_setup_path,cp.required,880,ps
die,die.size.x,80,um
final_timing,finalSetupViolations,0,
cells_and_area,design_area,308,um^2
yosys,top_cells_by_area,"dfrtp_1, ha_1, xnor2_1",
worst_setup_path,r2r_slack,120,ps
worst_setup_path,r2r-end,"count_reg[2]$_DFF_PP0_",
die,coreArea,3420,um^2
yosys,yosysTopAreaCell,"dfrtp_1",
final_timing,finalHoldViolCount,0,
cells_and_area,drive_gt1_share,34.8,%
final_timing,skew,2.01,ps
yosys,top_cell,"dfrtp_1",
power,finalPower,0.334,mW
clock_tree,clk_pin_slew,40,ps
yosys,edf_count,0,
die,ioPinCount,6,
yosys,netlist_area,143,um^2
worst_setup_path,max_stage_delay,370,ps
routing,drc_errors,0,
final_timing,worstMarginPinSlew,144,ps
routing,vias_per_cell,1.72,
die,die_h,80,um
yosys,synth_cells,10,
worst_setup_path,cp.arrival,840,ps
worst_setup_path,crit_end,"count[2]",
yosys,top_area_share,70.2,%
die,fp_util,4.18,%
global_routing,grt_max_degree,5,
clock_tree,cts.sinks,4,
placement,gp_congestion,0.654,
clock_tree,clk_path_buf_depth,2,
worst_setup_path,end_kind,"output pin",
clock_tree,numCtsBuffers,3,
global_routing,gr-usage-all-layers,1.46,%
global_routing,grt_pass1_vias,142,
cells_and_area,largest_reg_flops,4,
worst_setup_path,start_kind,"register",
routing,wl_per_cell,6.10,um
final_timing,hold_ws,171,ps
worst_setup_path,reg2reg_from,"count_reg[0]$_DFF_PP0_",
routing,firstDrtPassIters,2,
worst_setup_path,reg2reg_depth,3,
placement,dp_worst_setup_slack,-13.4,ps
final_timing,period_used_share,96.1,%
yosys,ys_area,143,um^2
final_timing,tns,0,ps
clock_tree,htreeDepth,1,
clock_tree,hold_buffers,0,
routing,drt-total-wl,421,um
worst_setup_path,path_buffers,1,
worst_setup_path,cp_cell_sequence,"dlygate4sd2_1",
run,cap_violations,0,
final_timing,max_slew_margin,90.4,%
final_timing,fmax,0.946,GHz
yosys,synth_area_per_cell,14.3,um^2
power,cellLeakagePower,0.156,nW
worst_setup_path,worstSetupPathDepth,1,
final_timing,slew_violations,0,
yosys,synth_cell_types,6,
worst_setup_path,path_class,"register to output pin",
-- layer usage --
metal  wire, um  vias up  track usage [%]
li1           -       57                -
met1        175       54             1.34
met2        108        8             1.04
met3        137        0             2.95
met4          0        0            0.704
met5          0        -                0
-- report_power, final --
| group | internal, mW | switching [mW] | total, mW |
|---|---|---|---|
| registers | 0.148 | 0 | 0.148 |
| clock network | 0.122 | 0.0583 | 0.180 |
| logic | 0.00333 | 0.00294 | 0.00627 |
| total | 0.273 | 0.0612 | 0.334 |
-- placed cells by master (no fill, tap or decap) --
cell type / instances
clkdlybuf4s15_1: 2
ha_1: 1
clkdlybuf4s50_1: 1
buf_4: 5
xor2_1: 1
inv_1: 2
xnor2_1: 1
dlygate4sd2_1: 2
dfrtp_1: 4
clkbuf_4: 3
nand3_1: 1
-- through the flow --
stage / instances / util [%]
after global routing: 69 / 9.01
after CTS: 68 / 8.79
after global placement: 63 / 7.77
after floorplan: 10 / -
after detailed placement: 63 / 7.77
final: 69 / 9.01
-- cell type report --
class | count | area (um^2) | area share (%)
inverters | 2 | 7.51 | 2.44
flip-flops and latches | 4 | 100 | 32.5
clock buffers | 3 | 22.5 | 7.32
well taps | 46 | 57.6 | 18.7
repair buffers | 10 | 85.1 | 27.6
multi-input cells | 4 | 35.0 | 11.4
-- repair_timing --
item | CTS | global route
resized | 6 | 0
buffers inserted | 2 | 1
endpoints found under the setup margin | 4 | 1
-- how the worst min path moves through the flow --
stage	cells past startpoint	slack, ps	endpoint	startpoint
CTS	2	160	count_reg[1]$_DFF_PP0_	rst
finish	2	170	count_reg[3]$_DFF_PP0_	rst
global route	2	190	count_reg[1]$_DFF_PP0_	rst
-- cells by family (layout without fill, tap and decap cells) --
family | count (synthesis) | after routing | share of synthesized area, %
buf+inv | 2 | 15 | 5.27
xor+xnor | 2 | 2 | 12.3
flops | 4 | 4 | 70.2
fa+ha+maj | 1 | 1 | 8.77
simple gates | 1 | 1 | 3.51
Power figures rest on the tool's default switching activity, not on a simulated workload.

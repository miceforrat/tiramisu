[./run.sh]
#!/bin/bash
# OpenROAD 26Q1-2900-gdf79404cd8, Yosys 0.63+post, stock flow scripts
make -C /OpenROAD-flow-scripts/flow DESIGN_CONFIG=/design/flow/config.mk WORK_HOME=/design/flow/orfs finish
[./config.mk]
export PLATFORM = sky130hd
export DESIGN_NAME = ALU
export DESIGN_NICKNAME = ALU
export VERILOG_FILES = /design/flow/design.v
export SDC_FILE = /design/flow/constraint.sdc
export NUM_CORES = 4
export LEC_CHECK = 1
export CORE_UTILIZATION = 50
[./constraint.sdc]
current_design ALU

set clk_period 15.8
set clk_io_pct 0.2

create_clock -name clk0 -period $clk_period

set non_clock_inputs [all_inputs -no_clocks]
set_input_delay [expr $clk_period * $clk_io_pct] -clock clk0 $non_clock_inputs
set_output_delay [expr $clk_period * $clk_io_pct] -clock clk0 [all_outputs]
[./design.v]
module ALU(
	input  [7:0] a,
	input  [7:0] b,				 
	input  [3:0] alu_sel,		 
	output [7:0] alu_out,		 
);
reg 	[7:0]	result;				 
assign	alu_out 	  = result;
always@(*)	begin
	case(alu_sel)
		4'b0000: result <= a + b;
		4'b0001: result <= a - b;
		4'b0010: result <= a * b;
		4'b0011: result <= a / b;
        4'b0100: result <= a << 1;
        4'b0101: result <= a >> 1;
        4'b0110: result <= {a[6:0],a[7]};
        4'b0111: result <= {a[0],a[7:1]};
        4'b1000: result <= a & b;
        4'b1001: result <= a | b;
        4'b1010: result <= a ^ b;
        4'b1011: result <= ~(a|b);
        4'b1100: result <= ~(a&b);
        4'b1101: result <= ~(a^b);
        4'b1110: result <= (a>b)?8'd1:8'd0;
        4'b1111: result <= (a==b)?8'd1:8'd0;
        default:	result <= a + b;
    endcase
end
endmodule
==> results.sh <==
# flow metrics
export IMPL_intPower_uw=132.2
export IMPL_switching_share_pct=50.89
export IMPL_grt_pass1_vias=4325
export IMPL_syn_area_um2=3950
export IMPL_cp_common_cell="buf_4"
export IMPL_core_area_um2=7687
export IMPL_worst_hold_path_type="input port to primary output"
export IMPL_cpPeakStageDelay_ns=0.55
export IMPL_dp_hpwl_mm=10.15
export IMPL_initCoreUtil_pct=51.38
export IMPL_die_h_um=90.88
export IMPL_tightest_slew_ns=0.9202
export IMPL_slew_viol_final=0
export IMPL_vias_per_cell=5.846
export IMPL_avgSynthCellArea_um2=7.182
export IMPL_fin_ws_ns=0.07281
export IMPL_holdPathEnd="alu_out[0]"
export IMPL_ys_area_um2=3950
export IMPL_nFillCells=581
export IMPL_seq_power_share_pct=0
export IMPL_io_pins=28
export IMPL_min_period_ns=15.73
export IMPL_grt_ovfl_total=0
export IMPL_power_density_nw_per_um2=49.21
export IMPL_die_w_um=90.88
export IMPL_num_rows=32
export IMPL_max_freq_mhz=63.58
export IMPL_wl_mm=13.77
export IMPL_num_vias=4449
export IMPL_drive_above_1_share_pct=27.77
export IMPL_rsz0062_at_grt="yes"
export IMPL_wl_per_cell_um=18.10
export IMPL_areaGrowthSynthToFinish_pct=38.52
export IMPL_synthesis_instances=550
export IMPL_setup_viol=0
export IMPL_insertedDiodeCount=0
export IMPL_grt_util_all_layers_pct=33.81
export IMPL_end_kind="primary output"
export IMPL_hold_start="a[7]"
export IMPL_leakage_nw=2.560
export IMPL_period_used_pct=99.54
export IMPL_crit_fanout=8
export IMPL_clockPowerShare_pct=0
export IMPL_drc=0
export IMPL_cts_hold_buf=0
export IMPL_seq_area_um2=0
export IMPL_warnings=54
export IMPL_vdd_drop_max_mv=0.04969
export IMPL_place_ws_ns=-1.091
export IMPL_drt_pass1_iterations=4
export IMPL_ys_seq_share_pct=0
export IMPL_hold_path_depth=7
export IMPL_combinationalPowerShare_pct=100.0
export IMPL_grt_pass1_wl_mm=21.78
export IMPL_num_clock_buffers=0
export IMPL_cp_start_kind="input port"
export IMPL_grt_max_degree=42
export IMPL_slew_headroom_pct=38.18
export IMPL_drt_iter0_markers=172
export IMPL_die_area_um2=8259
export IMPL_utilization_pct=71.18
export IMPL_finish_cell_count_without_fillers=761
export IMPL_seq_cells=0
export IMPL_arrival_ns=12.57
export IMPL_io_buffers=28
export IMPL_p_sw_uw=137.0
export IMPL_yosysUniqueCellTypes=55
export IMPL_antenna_found_initial=0
export IMPL_layout_area_comb_um2=4084
export IMPL_hold_worst_slack_ns=7.213
export IMPL_cp_slowest_cell="or4_4"
export IMPL_critPathKind="input port to primary output"
export IMPL_maxCapViolCount=0
export IMPL_synth_stat_cells=550
export IMPL_status="completed"
export IMPL_final_antenna_net_count=0
export IMPL_finalHoldViolations=0
export IMPL_placed_cells_incl_taps=736
export IMPL_gp_congestion=1.008
export IMPL_yosys_warnings=1
export IMPL_worstPathRequired_ns=12.64
==> worst max-delay path, delay by kind of cell <==
family	cells	cell delay [ns]
and+or+nand+nor	8	1.59
buffers and inverters	8	1.08
muxes	3	1.03
adders and majority gates	7	1.84
AOI/OAI and AO/OA	23	3.85
==> cell families after synthesis <==
logic type	count (synthesis)	share of synthesized area, %
muxes	25	7.032
AOI/OAI and AO/OA	160	27.18
xor gates and xnor gates	40	8.869
buffers and inverters	76	7.222
adders and majority gates	93	32.12
and+or+nand+nor	156	17.58
==> final cells by class <==
type	count	area share [%]
repair buffers	134	19.48
inverters	51	3.544
well taps	102	2.332
multi-input cells	474	74.64
==> metrics by stage <==
stage	TNS (ns)	instance area, um^2	total power, mW
final	0	5472	0.2692
after global routing	-0.4025	5472	0.2946
after CTS	0	5305	0.2516
after detailed placement	-1.091	4876	0.2268
after global placement	-0.8151	4876	0.2251
after floorplan	0	3958	0.1452
==> timing repair <==
| item | in CTS | in global routing |
|---|---|---|
| resized | 76 | 35 |
| buffers inserted | 18 | 8 |
| endpoints found under the setup margin | 1 | 1 |
| pin swaps | 35 | 40 |
==> per-layer routing <==
metal,vias to the layer above,global-route usage (%),part of all wire [%]
li1,2183,-,-
met1,2070,47.30,45
met2,163,54.10,46
met3,33,4.799,6.2
met4,0,10.98,2.9
met5,-,0,0
==> power groups by stage <==
stage | registers (mW) | logic, mW | clock network [mW]
after CTS | 0 | 0.252 | 0
after global routing | 0 | 0.295 | 0
final | 0 | 0.269 | 0
==> synth_stat cells (3+ instances only) <==
cell	count	area [um^2]
o311ai_0	3	26.28
buf_1	3	11.26
a22oi_1	3	22.52
xor2_1	18	157.7
or2_2	3	18.77
mux2_4	3	45.04
nor4_1	4	25.02
a21oi_1	37	185.2
mux2_2	7	78.83
a31oi_1	8	50.05
o22ai_1	3	18.77
nor3_1	17	85.08
o21bai_1	9	67.56
o21a_1	13	97.59
o211ai_1	7	52.55
fa_1	14	280.3
inv_1	49	183.9
o21ai_0	32	160.2
nand2_1	48	180.2
ha_1	79	988.5
nand2b_1	5	31.28
a211oi_1	5	37.54
a21o_1	9	67.56
xnor2_1	22	192.7
mux2i_1	14	140.1
nor2_1	57	214.0
a21boi_0	4	30.03
nor2b_1	3	18.77
a32oi_1	5	43.79
a22o_1	3	26.28
nand3_1	8	40.04
clkbuf_1	22	82.58
==> placed cells by master (no fill, tap or decap), types with 8 or more instances in the layout <==
cell,n
a21o_1,9
a21oi_1,29
buf_4,103
clkdlybuf4s50_1,18
fa_1,14
ha_1,64
ha_4,15
inv_1,47
mux2_4,9
mux2i_1,14
nand2_1,45
nand3_1,8
nor2_1,53
nor3_1,14
o21a_1,13
o21ai_0,21
o21bai_1,8
xnor2_1,21
xor2_1,18
==> worst max-delay path by stage <==
stage,start,to
after CTS,b[7],alu_out[0]
after global routing,b[7],alu_out[0]
final,b[1],alu_out[0]
Power figures rest on the tool's default switching activity, not on a simulated workload.

File: design/flow/run.sh
#!/bin/bash
# OpenROAD 26Q1-2900-gdf79404cd8, Yosys 0.63+post, stock flow scripts
make -C /OpenROAD-flow-scripts/flow DESIGN_CONFIG=/design/flow/config.mk WORK_HOME=/design/flow/orfs finish
File: design/flow/config.mk
export PLATFORM = sky130hd
export DESIGN_NAME = FIFO
export DESIGN_NICKNAME = FIFO
export VERILOG_FILES = /design/flow/design.v
export SDC_FILE = /design/flow/constraint.sdc
export NUM_CORES = 4
export LEC_CHECK = 1
export CORE_UTILIZATION = 50
File: design/flow/constraint.sdc
current_design FIFO

set clk_period 3.5
set clk_io_pct 0.2

create_clock -name clk0 -period $clk_period [get_ports {clk}]

set non_clock_inputs [all_inputs -no_clocks]
set_input_delay [expr $clk_period * $clk_io_pct] -clock clk0 $non_clock_inputs
set_output_delay [expr $clk_period * $clk_io_pct] -clock clk0 [all_outputs]
File: design/flow/design.v
`timescale 1ns / 1ps
module FIFO (  
  input clk,
  input rst_n,
  input wr_en,           
  input rd_en,           
  input [7:0]wdata,      
  output [7:0]rdata,     
  output empty,          
  output full            
);
  reg [7:0] rdata_reg = 8'd0;
  assign rdata = rdata_reg;
  reg  [7:0] data [7:0];      
  reg  [3:0] wr_ptr = 4'd0;   
  reg  [3:0] rd_ptr = 4'd0;   
  wire [2:0] wr_addr;         
  wire [2:0] rd_addr;         
assign wr_addr = wr_ptr[2:0];
assign rd_addr = rd_ptr[2:0];
always@(posedge clk or negedge rst_n)begin  
  if(!rst_n)
    wr_ptr <= 4'd0;
  else if(wr_en && !full)begin
    data[wr_addr]  <= wdata;
    wr_ptr <= wr_ptr + 4'd1;
  end
end
always@(posedge clk or negedge rst_n)begin  
  if(!rst_n)
    rd_ptr <= 'd0;
  else if(rd_en && !empty)begin
    rdata_reg  <= data[rd_addr];
    rd_ptr <= rd_ptr + 4'd1;
  end
end
assign empty = (wr_ptr == rd_ptr);  
assign full  = (wr_ptr == {~rd_ptr[3],rd_ptr[2:0]});  
endmodule
==> flow_summary.json <==
{
  "path_class": "reg -> out",
  "endpoint_kind": "output pin",
  "ctsResizeCount": 0,
  "logic_family": "AND-OR/OR-AND gates",
  "p_leak_nw": 1.28,
  "slew_headroom_pct": 47.8,
  "synthXorXnorAreaFrac_pct": 2.45,
  "syn2layout_area_growth_pct": 14.8,
  "avgRoutedWirePerCell_um": 22.5,
  "crit_arrival_ps": 2100,
  "grt_max_degree": 18,
  "flop_area_mm2": 0.00236,
  "fp_util_pct": 53.1,
  "cts_tree": "done",
  "worstPathMaxFanout": 5,
  "fillers": 431,
  "mi_logic_area_um2": 795,
  "place_hpwl_um": 4470,
  "routabilityCongestion": 0.833,
  "antenna_found_initial": 0,
  "antennaDiodeCount": 0,
  "grt_pass1_vias": 1854,
  "rsz0062_at_grt": "no",
  "drt_iter0_markers": 128,
  "netlist_area_mm2": 0.00322,
  "worst_hold_slack_ps": 529,
  "cts_max_path_buffers": 2,
  "worstMarginPinSlew_ps": 780,
  "antenna_left": 0,
  "mux_share_pct": 3.50,
  "powerDensity_mw_per_mm2": 806,
  "final_util_pct": 61.0,
  "clk_pin_slew_worst_paths_ps": 80,
  "numCtsBuffers": 9,
  "largest_reg_flops": 64,
  "simple_gate_share_pct": 3.96,
  "drc": 0,
  "finalHoldViolCount": 0,
  "ys.flops": 80,
  "cts_sinks": 80,
  "synth-cells-yosys": 183,
  "routed_wl_um": 6450,
  "drive_gt1_share_pct": 13.7,
  "pin_count": 22,
  "required_ps": 2800,
  "htreeDepth": 3,
  "grt_pass1_wl_um": 9940,
  "min_path_type": "reg -> reg",
  "overflow": 0,
  "ir_drop_mv": 0.524,
  "postCtsSetupBuffers": 0,
  "die_w_um": 82.2,
  "vias": 1762,
  "synthAoiAreaFrac_pct": 10.1,
  "finalSetupTns_ps": 0,
  "status": "finished, final reports clean",
  "clock.fmax_mhz": 358,
  "setup_violations": 0,
  "syn_inst": 183,
  "fin_skew_ps": 7.67,
  "insertion_delay_ps": 350,
  "fin_crit_ps": 2800,
  "ys_warn_count": 2,
  "track_usage_pct": 23.5,
  "placedCellCount": 270,
  "maxCapViolCount": 0,
  "port_buffers": 21,
  "period_used_pct": 79.9,
  "ys_seq_share_pct": 73.4,
  "synth.cellmix.adderShare_pct": 4.66,
  "start_kind": "flop",
  "avgSynthCellArea_um2": 17.6,
  "ys_chip_area_mm2": 0.00322,
  "instances_no_fill": 286,
  "via_per_inst": 6.16,
  "cts_hold_buf": 0,
  "cts-root-buf": "clkbuf_8",
  "ys_types": 26,
  "drtPass1Iterations": 4,
  "tool_warnings": 33,
  "maxSlewViolCount": 0,
  "core_mm2": 0.00606,
  "die_y_um": 82.2,
  "die_area_mm2": 0.00676,
  "rows": 28
}
-- cell families after synthesis --
family                     Yosys count
and+or+nand+nor                     20
adders and majority gates           12
xor gates and xnor gates             9
buffers and inverters               16
AOI/OAI and AO/OA                   36
DFF                                 80
muxes                               10
-- placed cells by master (no fill, tap or decap), types with 3 or more instances in the layout --
cell type / n
a221oi_1: 16
a222oi_1: 8
and2_1: 3
and3_1: 6
clkbuf_8: 9
clkdlybuf4s50_1: 21
dfrtp_1: 8
edfxtp_1: 72
ha_1: 12
inv_1: 6
mux2_1: 4
mux2_2: 6
o21ai_0: 10
xnor2_1: 3
xor2_1: 6
-- report_power, final --
| part | switching [mW] | internal, mW | leakage [nW] |
|---|---|---|---|
| clock | 0.354 | 0.344 | 0.100 |
| sequential | 0.113 | 1.22 | 0.749 |
| combinational | 0.536 | 0.416 | 0.428 |
-- layout make-up --
| cell class | instances | area share [%] |
|---|---|---|
| flip-flops and latches | 80 | 63.9 |
| inverters | 7 | 0.711 |
| multi-input cells | 87 | 21.5 |
| clock inverters | 7 | 2.30 |
| well taps | 75 | 2.54 |
| repair buffers | 21 | 5.69 |
| clock buffers | 9 | 3.35 |
-- through the flow --
| step | power [mW] | instance area, µm² | worst slack (ps) |
|---|---|---|---|
| global route | 3.15 | 3700 | 595 |
| finish | 2.98 | 3700 | 704 |
| CTS | 3.00 | 3700 | 679 |
| floorplan | 1.98 | 3220 | 1450 |
| global placement | 2.28 | 3490 | 862 |
| detailed placement | 2.30 | 3490 | 790 |
-- critical path: stages, from the launching register on --
cell and delay [ps]:
dfrtp_1 460, xor2_1 250, or2_2 350, nor3_1 200, clkdlybuf4s50_1 500
-- cell usage after synthesis, drive strengths merged --
library cell / instances / area [µm²]
edfxtp: 72 / 2160
a221oi: 16 / 140
ha: 12 / 150
mux2: 10 / 113
o21ai: 10 / 50.1
a222oi: 8 / 80.1
dfrtp: 8 / 200
inv: 7 / 26.3
and3: 6 / 37.5
clkbuf: 6 / 22.5
xor2: 6 / 52.6
and2: 3 / 18.8
buf: 3 / 13.8
nor4: 3 / 31.3
xnor2: 3 / 26.3
nand2: 2 / 7.51
nor2: 2 / 10.0
nor3: 2 / 10.0
o41ai: 2 / 55.1
nand2b: 1 / 6.26
or2: 1 / 6.26
-- final timing paths --
path | startpoint | endpoint | slack, ps | depth (start not counted)
min in group asynchronous | rst_n | rd_ptr[0] | 640 | 1
worst min-delay path | rd_ptr[3] | rd_ptr[3] | 530 | 1
worst max-delay path | wr_ptr[0] | empty | 700 | 4
worst max register to register | rd_ptr[2] | rdata_reg[2] | 1020 | 5
max in group asynchronous | rst_n | wr_ptr[1] | 2560 | 1
worst min register to register | rd_ptr[3] | rd_ptr[3] | 530 | 1
-- routing by layer --
layer	share of wire [%]	vias up	global-route usage (%)
met5	0.78	-	10.0
met4	1.5	2	3.33
met3	11	11	11.4
met2	46	102	33.4
met1	41	858	36.4
li1	-	789	-
Power figures rest on the tool's default switching activity, not on a simulated workload.
